--- flow/config.mk ---
export PLATFORM = sky130hd
export DESIGN_NAME = bin2bcd
export DESIGN_NICKNAME = bin2bcd
export VERILOG_FILES = /design/flow/design.v
export SDC_FILE = /design/flow/constraint.sdc
export NUM_CORES = 4
export LEC_CHECK = 1
export CORE_UTILIZATION = 30
--- flow/constraint.sdc ---
current_design bin2bcd

set clk_period 24.6
set clk_io_pct 0.2

create_clock -name clk0 -period $clk_period

set non_clock_inputs [all_inputs -no_clocks]
set_input_delay [expr $clk_period * $clk_io_pct] -clock clk0 $non_clock_inputs
set_output_delay [expr $clk_period * $clk_io_pct] -clock clk0 [all_outputs]
--- flow/design.v ---
module bin2bcd(
	bin,
	bcd
);
    input [15:0] bin;
    output [15:0] bcd;
    reg [15:0] 	bcd; 
    reg [4:0] 	i;   
     always @(bin)
        begin
            bcd = 0;  
            for (i = 0; i < 16; i = i+1)  
            begin
                bcd = {bcd[14:0],bin[15-i]};  
                if(i < 15 && bcd[3:0] > 4) 
                    bcd[3:0] = bcd[3:0] + 3;
                if(i < 15 && bcd[7:4] > 4)
                    bcd[7:4] = bcd[7:4] + 3;
                if(i < 15 && bcd[11:8] > 4)
                    bcd[11:8] = bcd[11:8] + 3;
                if(i < 15 && bcd[15:12] > 4)
                    bcd[15:12] = bcd[15:12] + 3;
            end
		end
endmodule
--- flow/run.sh ---
#!/bin/bash
# OpenROAD 26Q1-2900-gdf79404cd8, Yosys 0.63+post, stock flow scripts
make -C /OpenROAD-flow-scripts/flow DESIGN_CONFIG=/design/flow/config.mk WORK_HOME=/design/flow/orfs finish
==> impl_metrics.yaml <==
# implementation run metrics
synthesis:
  ys_seq_share_pct: 0
  yosys_cells: 787
  synthCells: 787
  synth.area.top_cells: "a21oi_1 5.4%, ha_1 5.2%, nand2_1 5.1%"
  synth.top_cell.area_share_pct: 5.42
  synth_top_cell_by_area: "a21oi_1"
  avgSynthCellArea_sq_um: 6.69
  ys_warn_count: 1
  synth_cell_types: 119
  top_cells_by_count: "72 x nand2_1, 69 x nor2_1, 57 x a21oi_1, 51 x nor3_1, 37 x o21ai_0"
  synth_dominant_cell_count: "nand2_1"
  synth_area_sq_um: 5260
  ys_area_sq_um: 5260
run:
  drv_cap: 0
  warnings: 45
placement:
  dp.cells: 993
  portBuffers: 30
  dp_worst_setup_slack_ns: 4.82
  placed_area_sq_um: 5610
  hpwl_microns: 10100
  gp_congestion: 0.894
floorplanning:
  core.rowCount: 48
  dieHeight_microns: 134
  io_pins: 32
  coreArea_sq_um: 17200
  core_util_floorplan_pct: 30.5
  die_w_microns: 134
  chip_area_sq_um: 18100
cts:
  postCtsSetupRepairBufs: 0
  ctsResizeCount: 0
  ctsHoldBuffers: 0
sta:
  finalSetupViolations: 0
  maxSlewViolCount: 0
  slew_headroom_pct: 40.8
  whs_ns: 9.84
  min_period_ns: 19.76
  fmax_ghz: 0.0506
  fin_setup_tns_ns: 0
  fin_crit_sh_pct: 80.3
  worst_slack_ns: 4.84
  hold_violations: 0
  rsz0062_at_grt: "false"
  worst_slew_pin_slew_ns: 0.888
drt:
  drt_iter0_drc: 478
  via_count: 5888
  vias_per_cell: 5.93
  post-route-drc-count: 0
  diodes: 0
  ant_nets: 0
  totalWireLength_microns: 13600
  drtPass1Iterations: 5
  avgRoutedWirePerCell_microns: 13.7
min_path:
  hp-class: "in2out"
finish:
  fillCellCount: 1826
  flop-count: 0
  design_area_sq_um: 5610
  flop_area_sq_um: 0
  final_cells: 993
  num-clock-buffers: 0
  final_util_pct: 32.5
  logic_area_sq_um: 4850
  syn2layout_area_growth_pct: 6.59
  drive_gt1_share_pct: 10.8
worst_setup_path:
  cpLargestDelayFamily: "AND-OR/OR-AND gates"
  critPathSlowestCell: "a22oi_1"
  crit_top_cell: "inv_1"
  crit_required_ns: 19.68
  cp-startpoint: "bin[13]"
  crit_buf_inv: 9
  endpoint: "bcd[10]"
  cp_max_fo: 14
  startpoint_type: "input port"
  slowest_delay_ns: 0.76
  critPathArrivalTime_ns: 14.84
  endpoint_kind: "primary output"
  path_depth: 40
  crit_type: "in2out"
grt:
  antenna_found_initial: 0
  grt_pass1_wl_microns: 23600
  grt_max_degree: 23
  grt-ovfl-total: 0
  grt_use_total_pct: 15.1
  grt_pass1_vias: 5110
power:
  powerDensity_nw_per_um2: 189
  irDropWorstVdd_mv: 0.208
  power_leakage_nw: 1.93
  total_power_mw: 1.06
status:
  status: "finished clean"
## worst min path at each step
stage | slack, ns | start | endpoint | depth (start not counted)
CTS | 9.84 | bin[0] | bcd[0] | 0
global route | 9.84 | bin[0] | bcd[0] | 0
finish | 9.84 | bin[0] | bcd[0] | 0
## cells by family (layout without fill, tap and decap cells)
group / count (synthesis) / count (layout) / synth area share (%)
mux: 27 / 27 / 5.63
simple gates: 328 / 328 / 31.9
compound gates: 293 / 293 / 43.7
xor+xnor: 27 / 27 / 5.35
fa+ha+maj: 24 / 24 / 5.61
buf+inv: 88 / 69 / 7.82
## area by class of cell
type / instances / share of cell area (%)
timing repair buffer: 38 / 6.42
multi-input combinational: 699 / 86.5
tap: 225 / 5.02
inverter: 31 / 2.07
## layout by cell type (no fill, tap or decap), drive strengths merged, types with 6 or more instances in the layout
cell type	synthesis	layout
a2111oi	6	6
a211oi	21	21
a21o	6	6
a21oi	58	58
a221oi	7	7
a31oi	13	13
and2	11	11
and3	10	10
buf	33	8
clkdlybuf4s50	0	30
ha	22	22
inv	29	29
mux2	8	8
mux2i	19	19
nand2	76	76
nand2b	9	9
nand3	31	31
nand4	12	12
nor2	74	74
nor2b	12	12
nor3	53	53
nor4	10	10
o211ai	20	20
o21ai	45	45
o21bai	7	7
o22ai	9	9
o311ai	7	7
o31ai	11	11
o32ai	8	8
or2	9	9
or3	7	7
xnor2	19	19
xor2	7	7
## where the power goes
group	leakage, nW	internal (mW)	switching [mW]
Clock	0	0	0
Sequential	0	0	0
Combinational	1.93	0.519	0.543
## routing by layer
layer  GRT usage [%]  part of all wire (%)  vias up
met5               0                     0        -
met4            2.75                   1.4        0
met3           0.154                   3.5       18
met2            24.6                    46      173
met1            22.7                    49     2687
li1                -                     -     3010
No activity file was given, so power comes from the tool's default toggle rates.
