### flow/run.sh
#!/bin/bash
# OpenROAD 26Q1-2900-gdf79404cd8, Yosys 0.63+post, stock flow scripts
make -C /OpenROAD-flow-scripts/flow DESIGN_CONFIG=/design/flow/config.mk WORK_HOME=/design/flow/orfs finish
### flow/config.mk
export PLATFORM = sky130hd
export DESIGN_NAME = score_to_display
export DESIGN_NICKNAME = score_to_display
export VERILOG_FILES = /design/flow/design.v
export SDC_FILE = /design/flow/constraint.sdc
export NUM_CORES = 4
export LEC_CHECK = 1
export CORE_AREA = 10 10 79 79
export DIE_AREA = 0 0 89 89
### flow/constraint.sdc
current_design score_to_display

set clk_period 6.7
set clk_io_pct 0.2

create_clock -name clk0 -period $clk_period

set non_clock_inputs [all_inputs -no_clocks]
set_input_delay [expr $clk_period * $clk_io_pct] -clock clk0 $non_clock_inputs
set_output_delay [expr $clk_period * $clk_io_pct] -clock clk0 [all_outputs]
### flow/design.v
module score_to_display(
    output [89:0] score_display,
    input [7:0] score_input
);
	wire [29:0] digit_2, digit_1, digit_0;
	reg [3:0] value_2, value_1, value_0;
	always @(*)
	begin
		 value_2 <= (score_input / 100) % 10;
		 value_1 <= (score_input / 10) % 10;
		 value_0 <= score_input % 10 ;
	end
	digit_decoder decoder_2 (
		 .OUT(digit_2),
		 .IN(value_2)
	);
	digit_decoder decoder_1 (
		 .OUT(digit_1),
		 .IN(value_1)
	);
	digit_decoder decoder_0 (
		 .OUT(digit_0),
		 .IN(value_0)
	);
	assign score_display = {digit_0, digit_1, digit_2};
endmodule
module digit_decoder(
		 output [29:0] OUT,
		 input [3:0] IN
	);
	reg [29:0] pixels;
	assign OUT[5:0] = pixels[5:0];
	assign OUT[11:6] = pixels[11:6];
	assign OUT[17:12] = pixels[17:12];
	assign OUT[23:18] = pixels[23:18];
	assign OUT[29:24] = pixels[29:24];
	always @(*)
   begin
	  case(IN[3:0])
			4'b0000:  
				 begin
					  pixels[5:0] 		= 6'b001100;
					  pixels[11:6] 	= 6'b010010;
					  pixels[17:12] 	= 6'b011010;
					  pixels[23:18] 	= 6'b010110;
					  pixels[29:24] 	= 6'b001100;
				 end
			4'b0001:  
				 begin
					  pixels[5:0] 		= 6'b000100;
					  pixels[11:6] 	= 6'b000110;
					  pixels[17:12] 	= 6'b000100;
					  pixels[23:18] 	= 6'b000100;
					  pixels[29:24] 	= 6'b001110;
				 end
			4'b0010:  
				 begin
					  pixels[5:0] 		= 6'b001100;
					  pixels[11:6] 	= 6'b010010;
					  pixels[17:12] 	= 6'b001000;
					  pixels[23:18] 	= 6'b000100;
					  pixels[29:24] 	= 6'b011110;
				 end
			4'b0011:  
				 begin
					  pixels[5:0] 		= 6'b001100;
					  pixels[11:6] 	= 6'b010010;
					  pixels[17:12] 	= 6'b001000;
					  pixels[23:18] 	= 6'b010010;
					  pixels[29:24] 	= 6'b001100;
				 end
			4'b0100:  
				 begin
					  pixels[5:0] 		= 6'b001000;
					  pixels[11:6] 	= 6'b001100;
					  pixels[17:12] 	= 6'b001010;
					  pixels[23:18] 	= 6'b011110;
					  pixels[29:24] 	= 6'b001000;
				 end
			4'b0101:  
				 begin
					  pixels[5:0] 		= 6'b001110;
					  pixels[11:6] 	= 6'b000010;
					  pixels[17:12] 	= 6'b001100;
					  pixels[23:18] 	= 6'b010000;
					  pixels[29:24] 	= 6'b001100;
				 end
			4'b0110:  
				 begin
					  pixels[5:0] 		= 6'b001100;
					  pixels[11:6] 	= 6'b000010;
					  pixels[17:12] 	= 6'b001110;
					  pixels[23:18] 	= 6'b010010;
					  pixels[29:24] 	= 6'b001100;
				 end
			4'b0111:  
				 begin
					  pixels[5:0] 		= 6'b011110;
					  pixels[11:6] 	= 6'b010010;
					  pixels[17:12] 	= 6'b001000;
					  pixels[23:18] 	= 6'b000100;
					  pixels[29:24] 	= 6'b000100;
				 end
			4'b1000:  
				 begin
					  pixels[5:0] 		= 6'b001100;
					  pixels[11:6] 	= 6'b010010;
					  pixels[17:12] 	= 6'b001100;
					  pixels[23:18] 	= 6'b010010;
					  pixels[29:24] 	= 6'b001100;
				 end
			4'b1001:  
				 begin
					  pixels[5:0] 		= 6'b001100;
					  pixels[11:6] 	= 6'b010010;
					  pixels[17:12] 	= 6'b011100;
					  pixels[23:18] 	= 6'b010000;
					  pixels[29:24] 	= 6'b001100;
				 end
			default: pixels[29:0] 	= 29'b0;
		endcase
    end
endmodule
==> flow_summary.toml <==
# yosys + openroad results
[logic_synthesis]
synthesis.area_mm2 = 0.002799
yosys_area_mm2 = 0.002799
ys_seq_frac = 0
syn-mean-instance-area_um2 = 7.177
ys_types = 76
ys_cells = 390
ys_warn_count = 2
synthCells = 390

[outcome]
firstError = "[ERROR DPL-0036] Detailed placement failed."
status = "did not finish"
lastStage = "clock tree synthesis (4_1_cts)"

[placement]
dp_slack_ns = -1.560
placed_cell_area_mm2 = 0.004063
dp.cells = 583
gp_congestion = 0.9605
hpwl_um = 6922
io_buffer_count = 60

[floorplan]
die_x_um = 89
die_y_um = 89
ios = 98
fp_util = 0.6005
num_rows = 25

[clock_network]
cts_post_setup_buffers_inserted = 60
ctsResizeCount = 248
hold_buffers = 0
-- kinds of logic after synthesis --
group	count (synthesis)	share of synthesized area
AND/OR/NAND/NOR	127	0.2539
AND-OR/OR-AND	114	0.3076
buffers and inverters	97	0.2186
adder cells (fa/ha/maj)	29	0.1296
multiplexers	13	0.05454
XOR/XNOR	8	0.03308
other	2	0.002683
-- cells in the mapped netlist (3+ instances only) --
cell type | instances | area share
nor3_1 | 8 | 0.014
or2_2 | 5 | 0.011
xnor2_1 | 3 | 0.0094
mux2i_1 | 10 | 0.036
nand2_1 | 20 | 0.027
xor2_1 | 3 | 0.0094
nor2b_1 | 10 | 0.022
buf_2 | 6 | 0.011
a21o_1 | 4 | 0.011
o211ai_1 | 4 | 0.011
a21boi_0 | 3 | 0.0080
nor2_1 | 32 | 0.043
o211a_1 | 3 | 0.011
o21a_1 | 3 | 0.0080
o21ai_1 | 5 | 0.0089
and3_1 | 4 | 0.0089
nand4_1 | 5 | 0.011
a31oi_1 | 7 | 0.016
or3_1 | 3 | 0.0067
nand2b_1 | 7 | 0.016
nand3_1 | 8 | 0.014
o22ai_1 | 4 | 0.0089
clkbuf_1 | 6 | 0.0080
ha_1 | 29 | 0.13
o211ai_2 | 3 | 0.013
o21ai_0 | 23 | 0.041
and2_1 | 3 | 0.0067
or2_1 | 5 | 0.011
a211oi_1 | 3 | 0.0080
buf_4 | 54 | 0.14
inv_1 | 24 | 0.032
a211oi_2 | 3 | 0.013
buf_6 | 5 | 0.020
a21oi_1 | 20 | 0.036
